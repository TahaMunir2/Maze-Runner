$ cat flow/run.sh
#!/bin/bash
# OpenROAD 26Q1-2900-gdf79404cd8, Yosys 0.63+post, stock flow scripts
make -C /OpenROAD-flow-scripts/flow DESIGN_CONFIG=/design/flow/config.mk WORK_HOME=/design/flow/orfs finish
$ cat flow/config.mk
export PLATFORM = sky130hd
export DESIGN_NAME = bfs_fsm
export DESIGN_NICKNAME = bfs_fsm
export VERILOG_FILES = /design/flow/design.v
export SDC_FILE = /design/flow/constraint.sdc
export NUM_CORES = 4
export LEC_CHECK = 1
export CORE_AREA = 10 10 70 70
export DIE_AREA = 0 0 80 80
$ cat flow/constraint.sdc
current_design bfs_fsm

set clk_period 1.6
set clk_io_pct 0.2

create_clock -name clk0 -period $clk_period [get_ports {clk}]

set non_clock_inputs [all_inputs -no_clocks]
set_input_delay [expr $clk_period * $clk_io_pct] -clock clk0 $non_clock_inputs
set_output_delay [expr $clk_period * $clk_io_pct] -clock clk0 [all_outputs]
$ cat flow/design.v
module bfs_fsm (
    input  logic clk,
    input  logic rst,
    input  logic start,
    input  logic dist_done,
    input  logic bt_done,
    input  logic bt_no_path,
    output logic dist_en,
    output logic bt_en,
    output logic path_ready,
    output logic no_path
);
    localparam logic [1:0] IDLE = 2'd0;
    localparam logic [1:0] DIST = 2'd1;
    localparam logic [1:0] BT   = 2'd2;
    logic [1:0] st, st_n;
    always_ff @(posedge clk or posedge rst) begin
        if (rst) st <= IDLE;
        else     st <= st_n;
    end
    always_comb begin
        st_n = st;
        case (st)
            IDLE: if (start)    st_n = DIST;
            DIST: if (dist_done) st_n = BT;
            BT:   if (bt_done)  st_n = IDLE;
            default: st_n = IDLE;
        endcase
    end
    assign dist_en    = (st == DIST);
    assign bt_en      = (st == BT);
    assign path_ready = (st == BT) && bt_done && !bt_no_path;
    assign no_path    = (st == BT) && bt_done && bt_no_path;
endmodule
==> flow_summary.json <==
{
  "tightest_slew_ns": 0.110,
  "reg.largest.list": "st (3)",
  "power.density_nw_per_um2": 892,
  "worstSetupEndpoint": "bt_en",
  "synth_area_um2": 128,
  "drc": 0,
  "diodes": 0,
  "vias_per_cell": 2.05,
  "finalSetupViolCount": 0,
  "relSlewSlack_pct": 92.6,
  "cts-buffers-inserted": 3,
  "stdcell_area_um2": 332,
  "drt_iter0_markers": 2,
  "timing.rr.start": "st[1]",
  "place_inst": 70,
  "crit_fanout": 3,
  "num_rows": 21,
  "grt_max_degree": 4,
  "max_freq_mhz": 678,
  "post_drt_wl_per_cell_um": 6.40,
  "syn_avg_cell_area_um2": 8.51,
  "synth_cell_types": 7,
  "cts_buffer_depth": 2,
  "critical_path_required_ns": 1.28,
  "cts.sink_count": 3,
  "wl_um": 493,
  "placed_area_um2": 275,
  "hold_violations": 0,
  "ys_warn_count": 1,
  "vias": 158,
  "power_mw": 0.296,
  "cp-end-kind": "output pin",
  "grt_pass1_wl_um": 786,
  "drv_cap": 0,
  "lay_top_cells": "clkdlybuf4s50_1, inv_1",
  "synthToLayoutAreaGrowth_pct": 160,
  "postRouteAntennaNets": 0,
  "worstSkewPairLatency_ns": 0.23,
  "largest_reg_flops": 3,
  "cts_root_buf": "clkbuf_4",
  "core_um2": 3420,
  "reg2reg_depth": 4,
  "yosys_area_um2": 128,
  "vdd_drop_max_uv": 155,
  "die_x_um": 80,
  "nFillCells": 405,
  "antenna_found_initial": 0,
  "grt_overflow": 0,
  "numPortBuffers": 9,
  "yosysCellCount": 15,
  "tritoncts": "built",
  "syn_inst": 15,
  "die_height_um": 80,
  "finalClockPeriodUsage_pct": 92.2,
  "mostFrequentLayoutCell": "clkdlybuf4s50_1",
  "critical_path.startpoint_type": "register",
  "reg2reg_slack_ns": 0.79,
  "yosysSeqAreaShare_pct": 59.8,
  "drv_slew": 0,
  "ys_ff": 3,
  "cp.arrival_ns": 1.15,
  "cp_slowest_cell": "clkdlybuf4s50_1",
  "drtPass1Iterations": 2,
  "htree_levels": 1,
  "worstReg2RegEnd": "st[0]",
  "critPathMaxStageDelay_ns": 0.45,
  "holdBufCountCts": 0,
  "rsz0062_at_grt": "no",
  "fin_worst_skew_ns": 0.0000439,
  "drive_above_1_share_pct": 25.8,
  "largest_register": "st",
  "warnings": 25,
  "fin_cells": 77,
  "min_period_ns": 1.47,
  "leakage_nw": 0.164,
  "status": "finished clean",
  "place_hpwl_um": 432,
  "critPathLaunch": "st[1]",
  "initCoreUtil_pct": 3.74,
  "min_path_type": "input port to asynchronous set/reset pin",
  "clk_pin_slew_worst_paths_ns": 0.04,
  "boundaryPins": 10,
  "dieArea_um2": 6400,
  "gp_congestion": 0.668,
  "criticalPathCategory": "register to output pin",
  "track_usage_pct": 1.60,
  "cp_cell_sequence": "buf_4 -> clkdlybuf4s50_1",
  "grt_pass1_vias": 192
}
==> cells in the mapped netlist (all sizes together) <==
library cell | count | area (um2)
dfrtp | 2 | 50.1
o21ai | 3 | 15.0
and3 | 1 | 6.26
inv | 4 | 15.0
nor2 | 1 | 3.75
dfstp | 1 | 26.3
nand2 | 3 | 11.3
==> worst min path at each step <==
stage | slack [ns] | endpoint | cells after the start
4_1_cts | 0.26 | st[2] | 2
5_1_grt | 0.28 | st[1] | 2
6_report | 0.27 | st[2] | 2
==> repair_timing <==
item                                    in CTS  in global routing
buffers inserted                             1                  2
resized                                      3                  2
cloned                                       0                  0
pin swaps                                    0                  2
endpoints found under the setup margin       2                  2
==> kinds of logic after synthesis <==
kind of cell	Yosys count	share of synthesized area (%)
and+or+nand+nor	5	16.7
AOI/OAI and AO/OA	3	11.8
buffers and inverters	4	11.8
DFF	3	59.8
==> metal layers <==
layer | wire (um) | vias to the layer above | track usage [%]
li1 | - | 78 | -
met1 | 184 | 74 | 1.26
met2 | 252 | 4 | 2.73
met3 | 51 | 2 | 1.36
met4 | 5 | 0 | 0.704
met5 | 0 | - | 0
==> stage by stage <==
| step | hold slack (ns) | utilization, % | worst slack, ns | TNS, ns |
|---|---|---|---|---|
| after detailed placement | 0.453 | 8.06 | -0.206 | -0.394 |
| final | 0.268 | 9.71 | 0.126 | 0 |
| after global routing | 0.275 | 9.71 | 0.0573 | 0 |
| after floorplan | 0.0729 | - | 0.803 | 0 |
| after CTS | 0.264 | 9.12 | 0.0306 | 0 |
| after global placement | 0.452 | 8.06 | -0.197 | -0.382 |
==> area by class of cell <==
type | instances | area [um2] | area share (%)
repair buffers | 12 | 115 | 34.7
clock buffers | 4 | 26.3 | 7.92
flip-flops and latches | 3 | 76.3 | 23.0
inverters | 4 | 15.0 | 4.53
multi-input cells | 8 | 41.3 | 12.5
well taps | 46 | 57.6 | 17.4
==> worst max-delay path: cells and delay by family (launching register included) <==
kind | cells | cell delay (ns)
flip-flops | 1 | 0.35
buffers and inverters | 2 | 0.57
==> report_power, final <==
part | leakage, nW | switching, mW | total [mW] | internal, mW
combinational | 0.112 | 0.0203 | 0.0661 | 0.0458
clock | 0.0150 | 0.0369 | 0.130 | 0.0933
sequential | 0.0368 | 0.00783 | 0.0995 | 0.0917
Power is estimated from default activity; no workload was simulated.

$ cat flow/config.mk
export PLATFORM = sky130hd
export DESIGN_NAME = bfs_axi_lite
export DESIGN_NICKNAME = bfs_axi_lite
export VERILOG_FILES = /design/flow/design.v
export SDC_FILE = /design/flow/constraint.sdc
export NUM_CORES = 4
export LEC_CHECK = 1
export CORE_UTILIZATION = 40
$ cat flow/constraint.sdc
current_design bfs_axi_lite

set clk_period 9.7
set clk_io_pct 0.2

create_clock -name clk0 -period $clk_period [get_ports {s_axi_aclk}]

set non_clock_inputs [all_inputs -no_clocks]
set_input_delay [expr $clk_period * $clk_io_pct] -clock clk0 $non_clock_inputs
set_output_delay [expr $clk_period * $clk_io_pct] -clock clk0 [all_outputs]
$ cat flow/design.v
module bfs_axi_lite #(
    parameter integer C_S_AXI_ADDR_WIDTH = 6,    
    parameter integer C_S_AXI_DATA_WIDTH = 32
)(
    input  wire                          s_axi_aclk,
    input  wire                          s_axi_aresetn,
    input  wire [C_S_AXI_ADDR_WIDTH-1:0] s_axi_awaddr,
    input  wire                          s_axi_awvalid,
    output reg                           s_axi_awready,
    input  wire [C_S_AXI_DATA_WIDTH-1:0] s_axi_wdata,
    input  wire [(C_S_AXI_DATA_WIDTH/8)-1:0] s_axi_wstrb,
    input  wire                          s_axi_wvalid,
    output reg                           s_axi_wready,
    output reg  [1:0]                    s_axi_bresp,
    output reg                           s_axi_bvalid,
    input  wire                          s_axi_bready,
    input  wire [C_S_AXI_ADDR_WIDTH-1:0] s_axi_araddr,
    input  wire                          s_axi_arvalid,
    output reg                           s_axi_arready,
    output reg  [C_S_AXI_DATA_WIDTH-1:0] s_axi_rdata,
    output reg  [1:0]                    s_axi_rresp,
    output reg                           s_axi_rvalid,
    input  wire                          s_axi_rready
);
    localparam [C_S_AXI_ADDR_WIDTH-1:0] ADDR_CTRL   = 6'h00;
    localparam [C_S_AXI_ADDR_WIDTH-1:0] ADDR_STATUS = 6'h04;
    localparam [C_S_AXI_ADDR_WIDTH-1:0] ADDR_GOAL   = 6'h08;
    localparam [C_S_AXI_ADDR_WIDTH-1:0] ADDR_CURR   = 6'h0C;
    localparam [C_S_AXI_ADDR_WIDTH-1:0] ADDR_GRID0  = 6'h10;
    localparam [C_S_AXI_ADDR_WIDTH-1:0] ADDR_GRID1  = 6'h14;
    localparam [C_S_AXI_ADDR_WIDTH-1:0] ADDR_GRID2  = 6'h18;
    localparam [C_S_AXI_ADDR_WIDTH-1:0] ADDR_GRID3  = 6'h1C;
    localparam [C_S_AXI_ADDR_WIDTH-1:0] ADDR_OUT    = 6'h20;
    reg [31:0] reg_goal;
    reg [31:0] reg_curr;
    reg [31:0] reg_grid0, reg_grid1, reg_grid2, reg_grid3;
    reg        start_pulse;
    reg        done_latched;
    wire [99:0] grid_free;
    assign grid_free[31:0]   = reg_grid0;
    assign grid_free[63:32]  = reg_grid1;
    assign grid_free[95:64]  = reg_grid2;
    assign grid_free[99:96]  = reg_grid3[3:0];
    wire [3:0] goal_x = reg_goal[3:0];
    wire [3:0] goal_y = reg_goal[7:4];
    wire [3:0] curr_x = reg_curr[3:0];
    wire [3:0] curr_y = reg_curr[7:4];
    wire        core_done;
    wire [6:0]  core_dist_curr;
    wire [1:0]  core_next_dir;
    wire        core_next_valid;
    bfs_wavefront_10x10 u_core (
        .clk        (s_axi_aclk),
        .rstn       (s_axi_aresetn),
        .start      (start_pulse),
        .grid_free  (grid_free),
        .goal_x     (goal_x),
        .goal_y     (goal_y),
        .curr_x     (curr_x),
        .curr_y     (curr_y),
        .done       (core_done),
        .dist_curr  (core_dist_curr),
        .next_dir   (core_next_dir),
        .next_valid (core_next_valid)
    );
    reg [C_S_AXI_ADDR_WIDTH-1:0] awaddr_latched;
    reg awaddr_valid;
    wire write_fire = s_axi_awready && s_axi_awvalid && s_axi_wready && s_axi_wvalid;
    integer b;
    function automatic [31:0] apply_wstrb(input [31:0] oldv, input [31:0] newv, input [3:0] wstrb);
        reg [31:0] v;
        begin
            v = oldv;
            for (b=0; b<4; b=b+1) begin
                if (wstrb[b]) v[b*8 +: 8] = newv[b*8 +: 8];
            end
            apply_wstrb = v;
        end
    endfunction
    reg [C_S_AXI_ADDR_WIDTH-1:0] araddr_latched;
    wire [31:0] out_word;
    assign out_word = { 22'd0, core_next_valid, core_next_dir, core_dist_curr };
    always @(posedge s_axi_aclk) begin
        if (!s_axi_aresetn) begin
            s_axi_awready <= 1'b0;
            s_axi_wready  <= 1'b0;
            s_axi_bvalid  <= 1'b0;
            s_axi_bresp   <= 2'b00;
            s_axi_arready <= 1'b0;
            s_axi_rvalid  <= 1'b0;
            s_axi_rresp   <= 2'b00;
            s_axi_rdata   <= 32'd0;
            awaddr_latched <= '0;
            awaddr_valid   <= 1'b0;
            araddr_latched <= '0;
            reg_goal  <= 32'd0;
            reg_curr  <= 32'd0;
            reg_grid0 <= 32'd0;
            reg_grid1 <= 32'd0;
            reg_grid2 <= 32'd0;
            reg_grid3 <= 32'd0;
            start_pulse <= 1'b0;
            done_latched <= 1'b0;
        end else begin
            start_pulse <= 1'b0;
            if (core_done) done_latched <= 1'b1;
            if (!s_axi_awready && s_axi_awvalid && !awaddr_valid) begin
                s_axi_awready <= 1'b1;
            end else begin
                s_axi_awready <= 1'b0;
            end
            if (s_axi_awready && s_axi_awvalid) begin
                awaddr_latched <= s_axi_awaddr;
                awaddr_valid   <= 1'b1;
            end
            if (!s_axi_wready && s_axi_wvalid && awaddr_valid && !s_axi_bvalid) begin
                s_axi_wready <= 1'b1;
            end else begin
                s_axi_wready <= 1'b0;
            end
            if (write_fire) begin
                case (awaddr_latched)
                    ADDR_CTRL: begin
                        if (s_axi_wdata[0]) begin
                            start_pulse <= 1'b1;
                            done_latched <= 1'b0;   
                        end
                    end
                    ADDR_GOAL:  reg_goal  <= apply_wstrb(reg_goal,  s_axi_wdata, s_axi_wstrb);
                    ADDR_CURR:  reg_curr  <= apply_wstrb(reg_curr,  s_axi_wdata, s_axi_wstrb);
                    ADDR_GRID0: reg_grid0 <= apply_wstrb(reg_grid0, s_axi_wdata, s_axi_wstrb);
                    ADDR_GRID1: reg_grid1 <= apply_wstrb(reg_grid1, s_axi_wdata, s_axi_wstrb);
                    ADDR_GRID2: reg_grid2 <= apply_wstrb(reg_grid2, s_axi_wdata, s_axi_wstrb);
                    ADDR_GRID3: reg_grid3 <= apply_wstrb(reg_grid3, s_axi_wdata, s_axi_wstrb);
                    default: ;  
                endcase
                s_axi_bvalid <= 1'b1;
                s_axi_bresp  <= 2'b00;  
                awaddr_valid <= 1'b0;   
            end
            if (s_axi_bvalid && s_axi_bready) begin
                s_axi_bvalid <= 1'b0;
            end
            if (!s_axi_arready && s_axi_arvalid && !s_axi_rvalid) begin
                s_axi_arready <= 1'b1;
            end else begin
                s_axi_arready <= 1'b0;
            end
            if (s_axi_arready && s_axi_arvalid) begin
                araddr_latched <= s_axi_araddr;
                case (s_axi_araddr)
                    ADDR_CTRL:   s_axi_rdata <= 32'd0;  
                    ADDR_STATUS: s_axi_rdata <= {31'd0, done_latched};
                    ADDR_GOAL:   s_axi_rdata <= reg_goal;
                    ADDR_CURR:   s_axi_rdata <= reg_curr;
                    ADDR_GRID0:  s_axi_rdata <= reg_grid0;
                    ADDR_GRID1:  s_axi_rdata <= reg_grid1;
                    ADDR_GRID2:  s_axi_rdata <= reg_grid2;
                    ADDR_GRID3:  s_axi_rdata <= reg_grid3;
                    ADDR_OUT:    s_axi_rdata <= out_word;
                    default:     s_axi_rdata <= 32'd0;
                endcase
                s_axi_rvalid <= 1'b1;
                s_axi_rresp  <= 2'b00;  
            end
            if (s_axi_rvalid && s_axi_rready) begin
                s_axi_rvalid <= 1'b0;
            end
        end
    end
endmodule
module bfs_wavefront_10x10 (
    input  logic        clk,
    input  logic        rstn,
    input  logic        start,             
    input  logic [99:0] grid_free,          
    input  logic [3:0]  goal_x,
    input  logic [3:0]  goal_y,
    input  logic [3:0]  curr_x,
    input  logic [3:0]  curr_y,
    output logic        done,
    output logic [6:0]  dist_curr,          
    output logic [1:0]  next_dir,           
    output logic        next_valid
);
    localparam int W = 10;
    localparam int H = 10;
    localparam logic [6:0] INF = 7'h7F;
    logic [6:0] dist_mem [0:99];
    typedef enum logic [2:0] {S_IDLE, S_INIT, S_RELAX, S_PICK, S_DONE} state_t;
    state_t st;
    logic [6:0] init_i;
    logic [3:0] sx, sy;    
    logic [6:0] d;         
    logic       changed;
    function automatic [6:0] idx10(input logic [3:0] x, input logic [3:0] y);
        idx10 = (y << 3) + (y << 1) + x;
    endfunction
    logic [6:0] scan_idx;
    assign scan_idx = idx10(sx, sy);
    logic [6:0] best;
    logic [1:0] best_dir;
    logic       best_valid;
    always_ff @(posedge clk) begin
        if (!rstn) begin
            st <= S_IDLE;
            done <= 1'b0;
            dist_curr <= INF;
            next_dir <= 2'b00;
            next_valid <= 1'b0;
            init_i <= 7'd0;
            sx <= 4'd0; sy <= 4'd0;
            d <= 7'd0;
            changed <= 1'b0;
        end else begin
            done <= 1'b0;  
            case (st)
                S_IDLE: begin
                    next_valid <= 1'b0;
                    if (start) begin
                        init_i <= 7'd0;
                        st <= S_INIT;
                    end
                end
                S_INIT: begin
                    dist[init_i] <= INF;
                    if (init_i == 7'd99) begin
                        dist_mem[idx10(goal_x, goal_y)] <= 7'd0;
                        d <= 7'd0;
                        sx <= 4'd0;
                        sy <= 4'd0;
                        changed <= 1'b0;
                        st <= S_RELAX;
                    end else begin
                        init_i <= init_i + 7'd1;
                    end
                end
                S_RELAX: begin
                    if (dist_mem[scan_idx] == d) begin
                        if (sx < 4'd9) begin
                            logic [6:0] nidx;
                            nidx = idx10(sx + 4'd1, sy);
                            if (grid_free[nidx] && dist[nidx] > (d + 7'd1)) begin
                                dist_mem[nidx] <= d + 7'd1;
                                changed <= 1'b1;
                            end
                        end
                        if (sx > 4'd0) begin
                            logic [6:0] nidx;
                            nidx = idx10(sx - 4'd1, sy);
                            if (grid_free[nidx] && dist_mem[nidx] > (d + 7'd1)) begin
                                dist[nidx] <= d + 7'd1;
                                changed <= 1'b1;
                            end
                        end
                        if (sy < 4'd9) begin
                            logic [6:0] nidx;
                            nidx = idx10(sx, sy + 4'd1);
                            if (grid_free[nidx] && dist_mem[nidx] > (d + 7'd1)) begin
                                dist[nidx] <= d + 7'd1;
                                changed <= 1'b1;
                            end
                        end
                        if (sy > 4'd0) begin
                            logic [6:0] nidx;
                            nidx = idx10(sx, sy - 4'd1);
                            if (grid_free[nidx] && dist_mem[nidx] > (d + 7'd1)) begin
                                dist[nidx] <= d + 7'd1;
                                changed <= 1'b1;
                            end
                        end
                    end
                    if (sx == 4'd9) begin
                        sx <= 4'd0;
                        if (sy == 4'd9) begin
                            sy <= 4'd0;
                            if (!changed) begin
                                st <= S_PICK;
                            end else if (d == 7'd99) begin
                                st <= S_PICK;
                            end else begin
                                d <= d + 7'd1;
                                changed <= 1'b0;
                            end
                        end else begin
                            sy <= sy + 4'd1;
                        end
                    end else begin
                        sx <= sx + 4'd1;
                    end
                end
                S_PICK: begin
                    logic [6:0] cidx;
                    cidx = idx10(curr_x, curr_y);
                    dist_curr <= dist_mem[cidx];
                    best = INF;
                    best_dir = 2'b00;
                    best_valid = 1'b0;
                    if (curr_y > 0) begin
                        logic [6:0] nidx;
                        nidx = idx10(curr_x, curr_y - 4'd1);
                        if (grid_free[nidx] && dist_mem[nidx] < best) begin
                            best = dist[nidx];
                            best_dir = 2'b00;
                            best_valid = 1'b1;
                        end
                    end
                    if (curr_x < 9) begin
                        logic [6:0] nidx;
                        nidx = idx10(curr_x + 4'd1, curr_y);
                        if (grid_free[nidx] && dist_mem[nidx] < best) begin
                            best = dist[nidx];
                            best_dir = 2'b01;
                            best_valid = 1'b1;
                        end
                    end
                    if (curr_y < 9) begin
                        logic [6:0] nidx;
                        nidx = idx10(curr_x, curr_y + 4'd1);
                        if (grid_free[nidx] && dist[nidx] < best) begin
                            best = dist_mem[nidx];
                            best_dir = 2'b10;
                            best_valid = 1'b1;
                        end
                    end
                    if (curr_x > 0) begin
                        logic [6:0] nidx;
                        nidx = idx10(curr_x - 4'd1, curr_y);
                        if (grid_free[nidx] && dist_mem[nidx] < best) begin
                            best = dist[nidx];
                            best_dir = 2'b11;
                            best_valid = 1'b1;
                        end
                    end
                    next_dir <= best_dir;
                    next_valid <= best_valid;
                    st <= S_DONE;
                end
                S_DONE: begin
                    done <= 1'b1;
                    st <= S_IDLE;
                end
                default: st <= S_IDLE;
            endcase
        end
    end
endmodule
$ cat flow/run.sh
#!/bin/bash
# OpenROAD 26Q1-2900-gdf79404cd8, Yosys 0.63+post, stock flow scripts
make -C /OpenROAD-flow-scripts/flow DESIGN_CONFIG=/design/flow/config.mk WORK_HOME=/design/flow/orfs finish
==> flow_metrics.env <==
# source this file to load flow results
export IMPL_most_common_layout_cells="dfxtp_1, nand2_1, mux2i_1"
export IMPL_via_per_inst=6.07
export IMPL_syn_to_final_growth_pct=13.0
export IMPL_max_cap_violations=0
export IMPL_critPathArrivalTime_ns=5.14
export IMPL_worst_pin_slew_ns=0.783
export IMPL_met1_length_um=23400
export IMPL_tool_warnings=33
export IMPL_diodes=0
export IMPL_ys_flops=271
export IMPL_gp_congestion=0.984
export IMPL_route_detailed_drc=0
export IMPL_clockRootBuffer="clkbuf_16"
export IMPL_simple_gate_share=0.162
export IMPL_rsz0062_at_grt="no"
export IMPL_cts_tree="built"
export IMPL_fmax_mhz=214
export IMPL_synth_top_flop_cell="dfxtp_1"
export IMPL_vdd_drop_max_uv=155
export IMPL_hpwl_um=38600
export IMPL_numCtsBuffers=31
export IMPL_cp_start_kind="register"
export IMPL_die_area_mm2=0.0456
export IMPL_worstReg2RegEnd="u_core.next_valid"
export IMPL_relSlewSlack=0.478
export IMPL_route_vias_total=14762
export IMPL_top_layer="met4"
export IMPL_drv_slew=0
export IMPL_powerDensity_mw_per_mm2=116
export IMPL_synth_compound_area_share=0.148
export IMPL_hp_start="u_core.st[1]"
export IMPL_setup_viol_count_final=0
export IMPL_rows=77
export IMPL_leakage_nw=7.49
export IMPL_topCellsByArea="dfxtp_1, mux4_2, mux2i_1, a21boi_0, nor2b_1"
export IMPL_synth_edff_count=0
export IMPL_cts_sinks=271
export IMPL_postSynthAreaPerCell_um2=10.0
export IMPL_portBuffers=91
export IMPL_wl_met3_um=5410
export IMPL_synth_adder_area_share=0.0511
export IMPL_grt_pass1_wl_um=84800
export IMPL_grt_ovfl_total=0
export IMPL_netlist_area_mm2=0.0179
export IMPL_antenna_found_initial=0
export IMPL_io_pins=96
export IMPL_post_place_cells=2374
export IMPL_syn_inst=1783
export IMPL_drtAntennaViolNets=0
export IMPL_cts_resized=0
export IMPL_coreArea_mm2=0.0442
export IMPL_clock_skew_final_ns=0.0240
export IMPL_required_ns=10.16
export IMPL_yosys_area_mm2=0.0179
export IMPL_logic_family="multiplexers"
export IMPL_end_kind="register"
export IMPL_wl_met2_um=24200
export IMPL_hold_depth=1
export IMPL_synth_area_mux_share=0.267
export IMPL_top_area_frac=0.303
export IMPL_fin_hold_ws_ns=0.434
export IMPL_worst_slack_ns=5.03
export IMPL_fin_tns_setup_ns=0
export IMPL_synth_cell_types=71
export IMPL_period_used=0.482
export IMPL_clk_latency_ns=0.59
export IMPL_ys_sh_xor=0.0249
export IMPL_ys_cells=1783
export IMPL_outcome="complete, no violations"
export IMPL_drtIter0Drc=1184
export IMPL_drive_gt1_frac=0.125
export IMPL_track_usage=0.253
export IMPL_regToRegSetupSlack_ns=5.03
export IMPL_grt_pass1_vias=14307
export IMPL_period_minus_slack_ns=4.67
export IMPL_finalNonFillerCells=2432
export IMPL_die_width_um=214
export IMPL_cts_max_path_buffers=3
export IMPL_synth_seq_share=0.303
export IMPL_hold_viol=0
export IMPL_async_flop_share=0
export IMPL_ctsHoldBuffers=0
export IMPL_top_area_cell="dfxtp_1"
export IMPL_hold_class="register to register"
export IMPL_fp_util=0.405
export IMPL_reg2reg_depth=15
export IMPL_preCtsSetupSlack_ns=4.71
export IMPL_htreeDepth=1
export IMPL_wl_um=54400
export IMPL_postCtsSetupBuffers=0
export IMPL_hold_end="u_core.st[0]"
export IMPL_dieHeight_um=214
export IMPL_layout_top_cell="dfxtp_1"
export IMPL_cp_max_fo=42
export IMPL_critPathKind="register to register"
export IMPL_dr_pass1_iters=9
export IMPL_routedWlPerCell_um=22.4
export IMPL_grt_max_degree=79
export IMPL_yosysWarnings=8
export IMPL_clkTransAtPathRegs_ns=0.07
export IMPL_r2r_start="reg_curr[0]"
how the worst max path moves through the flow:
stage          startpoint                 to  slack, ns  cells past startpoint
finish        reg_curr[0]  u_core.next_valid       5.03                     15
global route  reg_curr[0]  u_core.next_valid       4.79                     15
CTS           reg_curr[0]  u_core.next_valid       5.04                     15
synth_stat cells (all sizes together), types with 15 or more instances:
master / n
a211oi: 15
mux4: 149
xnor2: 22
clkbuf: 83
nor3: 28
xor2: 28
and2: 19
ha: 54
a31oi: 29
a222oi: 53
nor2: 31
o21ai: 52
nand3: 128
inv: 47
a21oi: 29
nor2b: 120
a21boi: 110
dfxtp: 271
mux2i: 133
a22oi: 32
nand2: 181
buf: 46
power by group:
group	internal [mW]	total, mW	switching, mW
Clock	0.641	1.12	0.476
Sequential	1.12	1.12	0.00472
Combinational	0.0485	0.100	0.0517
metal layers:
| metal | track usage | vias up |
|---|---|---|
| met5 | 0 | - |
| met4 | 0.0579 | 0 |
| met3 | 0.0887 | 86 |
| met2 | 0.368 | 640 |
| met1 | 0.373 | 7178 |
| li1 | - | 6858 |
layout make-up:
type | count | area (µm²)
Fill cell | 4051 | 24000
Multi-Input combinational cell | 1338 | 11800
Sequential cell | 271 | 5430
Timing Repair Buffer | 125 | 1170
Clock buffer | 45 | 858
Tap cell | 592 | 741
Inverter | 48 | 180
Clock inverter | 13 | 105
sequential cells by signal (all words and copies together) (netlist names), 5 cells and up:
signal	count
awaddr_latched	6
reg_curr	32
reg_goal	32
reg_grid0	32
reg_grid1	32
reg_grid2	32
reg_grid3	32
s_axi_rdata	32
u_core.d	7
u_core.init_i	7
u_core.st	5
logic make-up (layout without fill, tap and decap cells):
kind of cell | count (synthesis) | in the layout
flops | 271 | 271
mux | 283 | 283
fa+ha+maj | 66 | 66
xor+xnor | 50 | 50
simple gates | 573 | 573
compound gates | 362 | 362
buf+inv | 177 | 231
other cells | 1 | 4
stage by stage:
stage                     power [mW]   util  instance area, µm²
after floorplan                 1.19      -               17900
after global placement          1.25  0.436               19300
after detailed placement        1.25  0.436               19300
after CTS                       2.36  0.458               20200
after global routing            2.42  0.458               20200
final                           2.34  0.458               20200
worst max-delay path, cell delays in order, from the launching register on:
cell	delay, ns
dfxtp_4	0.74
clkinv_1	0.49
ha_1	0.44
inv_1	0.06
ha_1	0.16
inv_1	0.05
fa_1	0.42
xor2_2	0.16
buf_4	0.32
mux4_2	0.55
mux2i_1	0.17
mux2i_1	0.16
a22oi_1	0.20
a31oi_1	0.16
nor3_1	0.29
a31oi_1	0.12
No activity file was given, so power comes from the tool's default toggle rates.
